## design/flow/design.v

```verilog
`timescale 1ns / 1ps
module Shift_Add3(
    input [3:0] in, 
    output reg [3:0] out  
    );
    always @(in)     
    case (in)
    4'b0000: out<=4'b0000; 
    4'b0001: out<=4'b0001; 
    4'b0010: out<=4'b0010; 
    4'b0011: out<=4'b0011; 
    4'b0100: out<=4'b0100; 
    4'b0101: out<=4'b1000; 
    4'b0110: out<=4'b1001; 
    4'b0111: out<=4'b1010; 
    4'b1000: out<=4'b1011; 
    4'b1001: out<=4'b1100; 
    default: out<=4'b0000;
    endcase
endmodule
```

## design/flow/run.sh

```bash
#!/bin/bash
# OpenROAD 26Q1-2900-gdf79404cd8, Yosys 0.63+post, stock flow scripts
make -C /OpenROAD-flow-scripts/flow DESIGN_CONFIG=/design/flow/config.mk WORK_HOME=/design/flow/orfs finish
```

## design/flow/config.mk

```make
export PLATFORM = sky130hd
export DESIGN_NAME = Shift_Add3
export DESIGN_NICKNAME = Shift_Add3
export VERILOG_FILES = /design/flow/design.v
export SDC_FILE = /design/flow/constraint.sdc
export NUM_CORES = 4
export LEC_CHECK = 1
export CORE_AREA = 10 10 70 70
export DIE_AREA = 0 0 80 80
```

## design/flow/constraint.sdc

```tcl
current_design Shift_Add3

set clk_period 2.0
set clk_io_pct 0.2

create_clock -name clk0 -period $clk_period

set non_clock_inputs [all_inputs -no_clocks]
set_input_delay [expr $clk_period * $clk_io_pct] -clock clk0 $non_clock_inputs
set_output_delay [expr $clk_period * $clk_io_pct] -clock clk0 [all_outputs]
```

==> flow_summary.json <==
{
  "ant_nets": 0,
  "wl_per_cell_um": 6.06,
  "areaGrowthSynthToFinish_pct": 177,
  "slew_headroom_pct": 87.2,
  "floorplan.core_util_pct": 2.71,
  "drtIter0Drc": 2,
  "drtPass1Iterations": 2,
  "crit_start": "in[1]",
  "yosys_warnings": 1,
  "timing.hold.ws_ns": 1.20,
  "syn-instance-count": 13,
  "cp-end-kind": "output port",
  "postSynthSeqShare_pct": 0,
  "crit_family": "simple AND/OR/NAND/NOR gates",
  "final_hold_viol_count": 0,
  "warnings": 32,
  "endpoint": "out[0]",
  "die_width_um": 80,
  "io_buffers": 8,
  "n_antenna_cell": 0,
  "worstSetupPathDepth": 4,
  "syn-cell-area_um2": 92.6,
  "period_used_pct": 91.2,
  "p_total_w": 0.0000359,
  "required_ns": 1.60,
  "largest_area_cell": "or3b_2",
  "antenna_found_initial": 0,
  "path_cells": "dlygate4sd2_1, or4b_4, o311ai_2, buf_2",
  "hold_buffers": 0,
  "drive_gt1_share_pct": 62.5,
  "worstMarginPinSlew_ns": 0.191,
  "synth_area_per_cell_um2": 7.12,
  "crit_fanout": 2,
  "cp.arrival_ns": 1.42,
  "outcome": "finished clean",
  "design.seq.count": 0,
  "chipArea_um2": 6400,
  "synth.top_cell.area_share_pct": 18.9,
  "irDropWorstVdd_uv": 15.2,
  "leakage_nw": 0.109,
  "grt.total_usage_pct": 1.25,
  "topCellsByArea": "or3b_2 (19%), or4b_1 (11%), and2b_2 (9.5%)",
  "power_density_nw_per_um2": 140,
  "rows": 21,
  "flop_area_um2": 0,
  "clkbuf_count": 0,
  "overflow": 0,
  "hold_class": "input pin to output port",
  "pin_count": 8,
  "period_minus_slack_ns": 1.82,
  "vias_per_cell": 2.10,
  "worst-path-buf-inv": 2,
  "grt_max_degree": 8,
  "remaining_drc_errors": 0,
  "grt_pass1_wl_um": 696,
  "cts.repair_timing.setup_buffer_count": 0,
  "slew_violations": 0,
  "first_global_vias": 154,
  "slowest_stage": "or4b_4",
  "gp_congestion": 0.730,
  "via_count": 147,
  "ys_cells": 13,
  "synth.most_common_cell": "or3b_2",
  "rsz0062_at_grt": "false",
  "fp.dieH_um": 80,
  "start_kind": "input pin",
  "core_area_um2": 3420,
  "drv_cap": 0,
  "max_freq_mhz": 548,
  "slowest_delay_ns": 0.55,
  "finalSetupViolCount": 0,
  "ys_chip_area_um2": 92.6,
  "synth_cell_types": 12,
  "wirelength_um": 424,
  "path_class": "input pin to output port"
}
-- cell usage in the layout, fill, tap and decap left out --
cell / Yosys / routed
buf_4: 0 / 3
or4b_4: 0 / 1
or3b_4: 0 / 1
nor2_1: 1 / 1
inv_1: 1 / 1
or3b_2: 2 / 1
a21oi_2: 0 / 1
buf_2: 0 / 3
nand2b_1: 1 / 1
and2b_2: 1 / 1
o31ai_2: 0 / 1
clkbuf_2: 0 / 1
dlygate4sd2_1: 0 / 2
or2b_1: 1 / 1
nand3b_1: 1 / 1
o22ai_1: 1 / 1
o311ai_2: 0 / 1
clkdlybuf4s15_2: 0 / 1
dlymetal6s2s_1: 0 / 1
-- how the worst min path moves through the flow --
stage         endpoint  start  cells past startpoint  slack, ns
CTS             out[1]  in[0]                      4       1.31
global route    out[2]  in[3]                      4       1.23
finish          out[2]  in[3]                      4       1.20
-- cell type report --
cell class	instances	area [um2]
fillers	408	3160
multi-input cells	12	111
repair buffers	11	83.8
well taps	46	57.6
inverters	1	3.75
-- cells by family after synthesis --
kind of cell	Yosys count	share of synthesized area, %
buffers and inverters	1	4.05
AND-OR/OR-AND	4	29.7
AND/OR/NAND/NOR	8	66.2
-- stage by stage --
stage          setup TNS [ns]  setup WS [ns]  util [%]  std cells  cell area, um2
2_1_floorplan               0          0.595         -         13            92.6
3_3_place_gp            -1.59         -0.448      7.40         70             253
3_5_place_dp            -1.57         -0.436      7.40         70             253
4_1_cts                     0         0.0102      7.77         70             265
5_1_grt                     0          0.152      7.51         70             256
6_report                    0          0.177      7.51         70             256
-- report_power, final --
group          switching, W  internal, W
sequential                0            0
combinational     0.0000143    0.0000215
clock                     0            0
-- layer usage --
layer,routed length [um],GRT usage [%]
met5,0,0
met4,0,0
met3,57,0.455
met2,153,1.93
met1,213,1.71
-- what timing repair did --
action                                  4_1_cts  5_1_grt
endpoints found under the setup margin        4        1
gates resized                                21        3
gates cloned                                  0        0
pin swaps                                     2        1
