<file path="config.mk">
export PLATFORM = sky130hd
export DESIGN_NAME = top_module
export DESIGN_NICKNAME = top_module
export VERILOG_FILES = /design/flow/design.v
export SDC_FILE = /design/flow/constraint.sdc
export NUM_CORES = 4
export LEC_CHECK = 1
export CORE_AREA = 10 10 101 101
export DIE_AREA = 0 0 111 111
</file>
<file path="constraint.sdc">
current_design top_module

set clk_period 7.7
set clk_io_pct 0.2

create_clock -name clk0 -period $clk_period [get_ports {clk}]

set non_clock_inputs [all_inputs -no_clocks]
set_input_delay [expr $clk_period * $clk_io_pct] -clock clk0 $non_clock_inputs
set_output_delay [expr $clk_period * $clk_io_pct] -clock clk0 [all_outputs]
</file>
<file path="design.v">
`timescale 1ns / 1ps
module BCD7segment(
    input [3:0] Y,
    output reg [6:0] display
    ); 
    always @(*)
    begin
    case(Y)
        4'b0000: display = 7'b1000000;  
        4'b0001: display = 7'b1111001;  
        4'b0010: display = 7'b0100100;  
        4'b0011: display = 7'b0110000;  
        4'b0100: display = 7'b0011001;  
        4'b0101: display = 7'b0010010;  
        4'b0110: display = 7'b0000010;  
        4'b0111: display = 7'b1111000;  
        4'b1000: display = 7'b0000000;  
        4'b1001: display = 7'b0010000;  
    endcase 
    end
endmodule
`timescale 1ns / 1ps
module Binary_BCD_Converter(
    input [7:0] bin,
    output [3:0] hundreds,
    output [3:0] tens,
    output [3:0] ones
);
    reg [11:0] bcd_temp = 0;
    integer i;
    always @(bin) begin
        bcd_temp = 0;  
        for (i = 7; i >= 0; i = i-1) begin
            if (bcd_temp[11:8] >= 4'd5) bcd_temp[11:8] = bcd_temp[11:8] + 3;
            if (bcd_temp[7:4] >= 4'd5) bcd_temp[7:4] = bcd_temp[7:4] + 3;
            if (bcd_temp[3:0] >= 4'd5) bcd_temp[3:0] = bcd_temp[3:0] + 3;
            bcd_temp = {bcd_temp[10:0], bin[i]};
        end
    end
    assign hundreds = bcd_temp[11:8];
    assign tens = bcd_temp[7:4];
    assign ones = bcd_temp[3:0];
endmodule
`timescale 1ns / 1ps
module Slow_clock(
    input clk_in,
    output reg clk_out
    );
    reg [20:0] count =0;
    always @(posedge clk_in)
        begin
            count <= count + 1;
            if (count == 500_000)
            begin 
            count <= 0;
            clk_out=~clk_out;
            end
        end
endmodule
`timescale 1ns / 1ps
module decoder(
    input [1:0] en,
    output reg [3:0] an
    );
    always @(en)
    begin
    case (en)
    2'b00: an = 4'b1110;  
    2'b01: an = 4'b1101;  
    2'b10: an = 4'b1011;  
    2'b11: an = 4'b0111;  
    default: an = 4'b1111;  
    endcase
    end
endmodule
`timescale 1ns / 1ps
module fourtooneMUX(
    input [3:0] A,
    input [3:0] B,
    input [3:0] C,
    input [3:0] D,
    input [1:0] switch,
    output reg [3:0] Y
    );
    always @(A or B or C or D or switch)
    begin
        case(switch)
        2'b00: Y = A;
        2'b01: Y = B;
        2'b10: Y = C;
        2'b11: Y = D;
        endcase
    end
endmodule
`timescale 1ns / 1ps
module top_module(
    input [7:0] sw,
    input clk,
    output [3:0] an,
    output [6:0] seg
    );
    wire clk_out;
    wire [1:0] counter_out;
    wire [3:0] mux_out;
    wire [3:0] ones, tens, hundreds;
    wire [3:0] zeros = 4'b0000;
    Binary_BCD_Converter L1(sw, ones, tens, hundreds);
    fourtooneMUX L2(zeros, hundreds, tens, ones, counter_out, mux_out);
    Slow_clock L3(clk, clk_out);
    twobitcounter L4(clk_out, counter_out);
    decoder L5(counter_out, an);
    BCD7segment L6(mux_out, seg);
endmodule
`timescale 1ns / 1ps
module twobitcounter(
    input clk, 
    output [1:0] Q
    );
    reg [1:0] temp=0;
    always @(posedge clk)
    begin
        temp = temp + 1;
    end
    assign Q = temp;
endmodule
</file>
<file path="run.sh">
#!/bin/bash
# OpenROAD 26Q1-2900-gdf79404cd8, Yosys 0.63+post, stock flow scripts
make -C /OpenROAD-flow-scripts/flow DESIGN_CONFIG=/design/flow/config.mk WORK_HOME=/design/flow/orfs finish
</file>
==> results_slide.txt <==
Synthesis and Place & Route Summary

Run status
  • Status: finished, final reports clean

Route
  • Routed WL per cell: 11.33 um
  • DR vias/cell: roughly 4.8
  • DR WL met3: about 97 um
  • 1st-iter DRT viols: 30
  • Met1 Wirelength: ~2300 um
  • Via count: 1942
  • N_diodes: 0
  • Drt pass-1 iters: 4
  • Routed Antenna Nets: 0
  • DRC Markers: 0
  • Wire length on met2: about 2200 um
  • Uppermost layer routed: met4
  • Detailed Route WL: 4568 um

Synth
  • Yosys cell count: 281
  • Syn Std Cell Area: 2402 um^2
  • Synth Register Bits: 31
  • Syn Area/Cell: roughly 8.5 um^2
  • Warnings from Yosys: 6
  • Post-synth top cells: nor2_1 (33), dfxtp_1 (23), inv_1 (20)
  • Async set-reset flop share out of synthesis: 0%
  • Post-synth EDFFs: 1
  • Top-count cell post-synth: nor2_1
  • Leading area contributor after synthesis: dfxtp_1
  • Yosys cell types: 79
  • Synth Flop Type: dfxtp_1
  • Biggest area cells: dfxtp_1 (19%), ha_1 (9.9%), nor2_1 (5.2%)
  • Yosys chip area: 2402 um^2
  • Synth Instances: between 200 and 300
  • Top-area cell share: a little under a fifth

Job
  • Max-cap violation count: 0
  • Tool warnings: 35

Final timing
  • Fin Setup TNS: 0 ns
  • Worst-margin pin slew: 0.7026 ns
  • Unrepaired setup endpoints after global routing: no
  • Fmax: 532.7 MHz
  • Rel. slew slack: 52.98%
  • Endpoints left unconstrained: 20
  • Clk_skew: 0.001083 ns
  • Fin crit share: 24.38%
  • Final Max Slew Viols: 0
  • Final critical-path required period: ~1.9 ns
  • Register pins left without a clock: 9
  • Final setup fails: 0
  • Setup ws final: 5.823 ns
  • Final hold viol count: 0

Die
  • Core ar.: 8134 um^2
  • Die Y: 111 um
  • # rows: 33
  • Die width: roughly 110 um
  • Fp_density: 29.53%
  • Num ports: 20
  • Die Size: 12320 um^2

Global routing
  • Grt total ovfl: 0
  • Vias in the first global route: 1865
  • Largest net degree at the start of global routing: 14
  • Initial antenna violation count: 0
  • Total Routing Usage GR: about 7.3%
  • Global-route wire length before repair: 8135 um

Clocking
  • Root Buffer: clkbuf_8
  • Clk buf depth: 2
  • Skew-Pair Late Insertion Delay: 0.26 ns
  • Hold_buf cts: 0
  • Clock slew at reported path FFs: approximately 0.080 ns
  • CTS tree: done
  • Postcts setup bufs: 0
  • Total CTS buffers: 3
  • # resized after CTS: 0
  • H-tree levels: 1

Cells and area
  • Fraction of layout cells with a size suffix above 1: between 10% and 20%
  • Final Cell Area: approximately 2800 um^2
  • Fill cells: 827
  • FF+latch area: 595.6 um^2
  • Synth-to-Final Area Change: 14.74%
  • Logic cell area: 1690 um^2

Power
  • Leakage power: ~0.0011 uW
  • Sw Ratio: 36.00%
  • Comb pwr share: 47.3%
  • Power Density: 142.8 nW/um^2
  • Register share of total power: 29.4%
  • P_sw: ~140 uW
  • Clock Power Share: 23.2%
  • Peak supply drop: 0.1759 mV
  • Internal power: around 250 uW

Setup path
  • Max FO, Critical Path: 5
  • Crit path largest cell delay: 0.41 ns
  • RR Startpoint: L3.count[7]$_SDFF_PN0_
  • Worst path required time: 7.82 ns
  • CP arrival: 2.00 ns
  • R2r endpoint: L3.count[18]$_SDFF_PN0_
  • Worst path cell trace: and3_1, and3_1, nand3_1, nor3_1, and3_1, nand3_1, xor2_1, nor2_1
  • Slowest cell on crit path: dfxtp_1
  • Crit path top cell by count: and3_1
  • Worst Reg2Reg Path Length in Cells: 8
  • Critical path type: flip-flop to flip-flop
  • Crit. End Element: flip-flop
  • Worst reg2reg setup slack: between 5 and 6 ns
  • Crit start category: flip-flop

Hold path
  • WHS Endpoint: L3.count[0]$_SDFF_PN0_
  • Hold path depth: 1
  • Critical hold path startpoint: L3.count[0]$_SDFF_PN0_
  • Min-Delay Path Class: flip-flop to flip-flop

Placement
  • Buffers added on ports: 19
  • Placer Congestion: 0.7905
  • Cell Area, Placed: 2690 um^2
  • Worst slack at placement: 5.815 ns
  • Post-DP HPWL: 3663 um
==> area by class of cell <==
class                      count  area share, %
clock buffer                   4          2.406
inverter                      22          2.996
multi-input combinational    222          61.33
sequential                    31          21.61
tap                          105          4.766
timing repair buffer          19          6.900
==> worst max-delay path, delay by kind of cell, from the launching register on <==
family        cells  cell delay (ns)
xor+xnor          1             0.13
flops             1             0.41
simple gates      7             1.22
==> through the flow <==
stage | hold slack (ns) | cells | total power (uW) | util [%]
2_1_floorplan | 0.4258 | 281 | 273.3 | -
3_3_place_gp | 0.4484 | 399 | 302.9 | 33.07
3_5_place_dp | 0.4487 | 399 | 304.1 | 33.07
4_1_cts | 0.4689 | 403 | 396.2 | 33.89
5_1_grt | 0.4828 | 403 | 426.6 | 33.89
6_report | 0.4613 | 403 | 393.7 | 33.89
==> power by group through the flow <==
stage	Sequential, uW	Clock [uW]	Combinational (uW)
CTS	116	93.6	187
finish	116	91.5	186
global route	116	101	210
==> registers in the layout, indices dropped and copies added (netlist names) <==
signal,flops
L3.clk_out,1
L3.count,21
L4.temp,2
L6.display,7
==> metal layers <==
metal | global-route usage [%] | vias up
met4 | 0.08681 | 0
met5 | 0 | -
li1 | - | 1040
met1 | 9.910 | 886
met3 | 1.040 | 2
met2 | 12.78 | 14
==> cells by family after synthesis <==
kind of cell | count (synthesis) | synth area share (%)
AND-OR/OR-AND | 56 | 20.26
XOR/XNOR | 23 | 8.698
latches | 7 | 4.375
flip-flops | 24 | 20.42
buffers and inverters | 28 | 4.843
AND/OR/NAND/NOR | 114 | 26.51
adder cells (fa/ha/maj) | 19 | 9.896
multiplexers | 10 | 5.000
==> cells in the final DEF (no fill, tap or decap), drive strengths merged, types with 5 or more instances in the layout <==
cell,count
ha,19
and3,7
clkdlybuf4s50,19
dlxtn,7
nand2,16
xor2,10
a21oi,9
xnor2,13
o21ai,11
mux2,7
inv,21
nor3,14
nor2,34
dfxtp,23
or3,5
nand3,13
==> how the worst max path moves through the flow <==
stage / start / to / slack, ns / cells after the start
after CTS: L3.count[0]$_SDFF_PN0_ / L3.clk_out$_DFFE_PN_ / 5.81 / 5
after global routing: L3.count[7]$_SDFF_PN0_ / L3.count[18]$_SDFF_PN0_ / 5.51 / 8
final: L3.count[7]$_SDFF_PN0_ / L3.count[18]$_SDFF_PN0_ / 5.82 / 8
Power and IR drop assume default switching activity.
